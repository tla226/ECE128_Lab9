==> design/flow/design.v <==
`timescale 1ns / 1ps
module Lab9_Sequential(
input clk,
input rst,
input [3:0] a,
input [3:0] b,
output reg [7:0] p
    );
parameter S0_idle = 0 , S1_multiply = 1 , S2_update_result = 2, S3_done= 3 ;
reg [2:0] PS,NS;
reg [7:0] partial_product = 0;
reg [2:0] shift_count = 0;
reg [7:0] multiplicand = 0;
reg [3:0] operand_bb = 0;
 always @(posedge clk or posedge rst) begin
    if (rst == 1)
        PS <= S0_idle;
    else
        PS <= NS;
 end
 always @(*) begin
    case (PS)
        S0_idle: begin
            partial_product <= 8'b0;
            shift_count <= 3'b0;
            multiplicand <= {4'b0,a};
            operand_bb <= b;
            NS = S1_multiply;
        end
        S1_multiply: begin
            NS = S2_update_result;
            if ((operand_bb[0] == 0 && shift_count < 4)) begin
                   partial_product <= partial_product;
                   shift_count <= shift_count + 1;
                   multiplicand <= multiplicand << 1;
                   operand_bb <= operand_bb >> 1;
                   end
             else if ((operand_bb[0] == 1 && shift_count < 4))begin
                   partial_product <= partial_product + multiplicand;
                   shift_count <= shift_count +1;
                   multiplicand <= multiplicand << 1;
                   operand_bb <= operand_bb >> 1;
             end
        end
        S2_update_result:begin
            if (shift_count ==4) begin
                NS = S3_done;
                p <= partial_product;
            end
            else begin
                NS = S1_multiply ;
            end
       end
       S3_done: begin
        NS = S0_idle;
        end
       endcase
end              
endmodule
==> design/flow/run.sh <==
#!/bin/bash
# OpenROAD 26Q1-2900-gdf79404cd8, Yosys 0.63+post, stock flow scripts
make -C /OpenROAD-flow-scripts/flow DESIGN_CONFIG=/design/flow/config.mk WORK_HOME=/design/flow/orfs finish
==> design/flow/config.mk <==
export PLATFORM = sky130hd
export DESIGN_NAME = Lab9_Sequential
export DESIGN_NICKNAME = Lab9_Sequential
export VERILOG_FILES = /design/flow/design.v
export SDC_FILE = /design/flow/constraint.sdc
export NUM_CORES = 4
export LEC_CHECK = 1
export CORE_AREA = 10 10 107 107
export DIE_AREA = 0 0 117 117
==> design/flow/constraint.sdc <==
current_design Lab9_Sequential

set clk_period 1.9
set clk_io_pct 0.2

create_clock -name clk0 -period $clk_period [get_ports {clk}]

set non_clock_inputs [all_inputs -no_clocks]
set_input_delay [expr $clk_period * $clk_io_pct] -clock clk0 $non_clock_inputs
set_output_delay [expr $clk_period * $clk_io_pct] -clock clk0 [all_outputs]
==> run summary <==
Latest figures from synthesis and place and route.

The HPWL after detailed placement is 1810 um. 41 endpoints have no timing constraint. According to the timing report, the critical path is captured at PS[1]$_DFF_PP0_.

STA puts the critical path data required time at 2.05 ns. The TritonCTS clock tree is done. For this block, the initial DRC count from the detailed router was 33. Across all stage logs, warnings added up to 26. The relative slew slack is 57.1%. The number of detailed-routing iterations run before antenna repair is 3.

The proportion of total power due to net switching is 17.4%. In this run the static leakage power is 0.656 nW. The number of endpoints failing setup at the final stage is 0. The netlist uses 30 different library cells.

The row count is 35. The final route contains 818 vias. The final weighted congestion of routability-driven global placement is 0.719.

The setup TNS is 0 ns. Yosys stat counts 121 cells in the synthesized netlist. For reference, the most critical setup path is categorized as reg -> reg. Per the post-synthesis report, the number of cells in the design is 121. STA classifies the critical path startpoint as a register. Checking hold timing, the worst path is listed with class in -> async.

The overall die height is 117 um. The area of the die is 13,700 um2. The via count of the first global-routing pass was 842. The peak supply drop is 0.000127 V. Warnings reported by Yosys during synthesis add up to 23. Setup repair after global routing left no endpoint under its margin. A synthesized cell averages 9.08 um2. Endpoints failing hold in the final report were tallied at 0. Nets still carrying antenna violations after routing amount to 0. Per the OpenROAD power report, switching power amounts to 0.0440 mW.

Leaving out fill and tap cells, the most frequent cells in the layout are dlxtn_1, nand2_1, clkdlybuf4s50_1, and2_1, ha_1. Timing would allow up to 686 MHz. The critical path arrival is 1.60 ns. The chip area line in the Yosys stat output reads 1100 um2. Summing every instance area after synthesis gives 1100 um2. The final timing report derives a shortest allowable period of 1.46 ns.

Compared with the post-synthesis result, the final layout area differs by 31.4%. The startpoint identified for the worst register-to-register timing path is PS[0]$_DFF_PP0_. Per the detailed-route log, wirelength across all metal layers totals 2240 um. The DRC violation count after routing is 0.

The transition at the pin with the smallest max-transition slack is 0.643 ns. The core box area is 9200 um2.

In the routed layout, each cell is associated on average with a via count of 3.26. The worst reg2reg path endpoint is PS[1]$_DFF_PP0_. The flow ran to the end, and the final reports show no timing, DRC or antenna violations.

The critical path capture point type is a register. The fraction of power consumed by sequential logic is 20.1%. The cell at the root of the clock tree is clkbuf_8. The max-slew violation count is 0. The horizontal die dimension reported for this design is 117 um. Per the GRT congestion report, total overflow comes to 0. The number of buffers between clock root and the deepest sink is 2.

The share of power burned in the clock network is 65.2%. The most common logic cell in the final layout is dlxtn_1. The setup check on the worst reg-to-reg path leaves a slack of 0.44 ns. Max-cap violations in this run came to 0.

Clock-pin slew was measured on the worst setup and hold paths at 0.03 ns. The antenna diode count is 0. The post-layout period usage of the worst path is 76.7%.

Fill cells in the final layout number 1,025. The critical-path maximum fanout is 9. The multi-input gate area in the final layout is 526 um2. The share of final-layout standard cells stronger than drive strength 1 is 2.86%. The number of storage elements in the synthesis netlist is 35. The buffers inserted during post-CTS setup optimization is 0. The pin count of the biggest net entering global routing is 18.

The initial antenna violation count is 0. The internal portion of the total power is 0.209 mW. The quantity of gates resized following cts is 0. The total of hold buffers inserted after clock tree synthesis is 0. The first global-routing pass estimated 3950 um of wire. The share of the core area taken by cells at floorplan is 11.9%. The timer found 33 register pins that no clock reaches; their paths are not timed. The launch point of the critical path was reported as PS[0]$_DFF_PP0_. The power share of the combinational group is 14.7%. The number of H-tree levels is 1. In this run, CTS created clock tree buffers numbering 3. The area taken by flip-flops and latches is 546 um2. On the final layout, the worst hold slack is 0.328 ns. For this design the ratio of total power to cell area is 175 nW/um2. The worst register-to-register path has a depth of 4.

The global-route total usage across every layer is 3.54%. Power comes to 0.253 mW. For this design the top-level I/O count stands at 18. After detailed routing, the average wire length per cell comes to 8.94 um. Port buffering added 17 buffers.
state kept, by name, indices dropped and copies added, names as in the netlist:
name and count:
shift_count 3, PS 2, partial_product 8, operand_bb 4, NS 2, multiplicand 8, p 8
cell type report:
cell class,instances,share of cell area (%)
Multi-Input combinational cell,80,36.4
Tap cell,111,9.62
Sequential cell,35,37.8
Timing Repair Buffer,18,12.3
Inverter,4,1.04
Clock buffer,3,2.86
critical path, cell delays in order, from the launching register on:
cell	delay, ns
dfrtp_1	0.40
inv_1	0.11
nand4_1	0.37
nand2_1	0.18
dlxtn_1	0.34
logic make-up after synthesis:
family	synth area share [%]
compound gates	12.3
xor+xnor	3.19
fa+ha+maj	12.1
buf+inv	2.85
flops	4.56
latches	45.1
other cells	0.341
simple gates	19.6
metrics by stage:
step	setup slack (ns)	cells	utilization (%)	cell area [um2]
2_1_floorplan	0.720	122	-	1100
3_3_place_gp	0.410	248	15.3	1400
3_5_place_dp	0.413	248	15.3	1400
4_1_cts	0.399	251	15.7	1440
5_1_grt	0.344	251	15.7	1440
6_report	0.442	251	15.7	1440
per-layer routing:
| metal | GRT usage [%] | share of wire, % | up-vias |
|---|---|---|---|
| li1 | - | - | 442 |
| met1 | 4.22 | 47 | 361 |
| met2 | 6.26 | 45 | 15 |
| met3 | 1.19 | 7.4 | 0 |
| met4 | 0.329 | 0 | 0 |
| met5 | 0 | 0 | - |
how the worst min path moves through the flow:
stage | from | to | slack (ns)
finish | rst | PS[0]$_DFF_PP0_ | 0.33
global route | rst | PS[0]$_DFF_PP0_ | 0.36
CTS | rst | PS[0]$_DFF_PP0_ | 0.33
synthesized netlist by cell type, drive strengths merged:
master	count	area (um2)
dlxtn	33	495
nand2	19	71.3
and2	9	56.3
ha	9	113
a21o	6	45.0
nor2	5	18.8
a21oi	4	20.0
inv	4	15.0
o21ai	3	15.0
xnor2	3	26.3
a211oi	2	15.0
buf	2	12.5
dfrtp	2	50.1
nand3	2	10.0
nand4	2	12.5
nor2b	2	12.5
o21bai	2	15.0
a2bb2oi	1	8.76
a31o	1	8.76
clkbuf	1	3.75
conb	1	3.75
fa	1	20.0
nand2b	1	6.26
nand3b	1	7.51
nand4b	1	8.76
nor3	1	5.00
o211ai	1	7.51
or3	1	6.26
xor2	1	8.76
power by group through the flow:
stage	Combinational (mW)	Sequential [mW]	Clock (mW)
CTS	0.0382	0.0510	0.171
global route	0.0424	0.0515	0.180
finish	0.0372	0.0509	0.165
No activity file was given, so power comes from the tool's default toggle rates.
