`./constraint.sdc`:
```
current_design Lab9_Q2_Combinational

set clk_period 2.7
set clk_io_pct 0.2

create_clock -name clk0 -period $clk_period

set non_clock_inputs [all_inputs -no_clocks]
set_input_delay [expr $clk_period * $clk_io_pct] -clock clk0 $non_clock_inputs
set_output_delay [expr $clk_period * $clk_io_pct] -clock clk0 [all_outputs]
```
`./design.v`:
```
`timescale 1ns / 1ps
module Lab9_Q2_Combinational(
input clk,
input [3:0] a,
input [3:0] b,
output [7:0] p
    );
wire [3:0] m0;
wire [4:0] m1;
wire [5:0] m2;
wire [6:0] m3;
wire [7:0] s1,s2, s3;
assign m0 = {4{a[0]}} & b[3:0]; 
assign m1 = {4{a[1]}} & b[3:0]; 
assign m2 = {4{a[2]}} & b[3:0]; 
assign m3 = {4{a[3]}} & b[3:0]; 
assign s1 = m0 + (m1<<1);
assign s2 = s1 + (m2<<2);
assign s3 = s2 + (m3<<3);
assign p = s3;
endmodule
```
`./config.mk`:
```
export PLATFORM = sky130hd
export DESIGN_NAME = Lab9_Q2_Combinational
export DESIGN_NICKNAME = Lab9_Q2_Combinational
export VERILOG_FILES = /design/flow/design.v
export SDC_FILE = /design/flow/constraint.sdc
export NUM_CORES = 4
export LEC_CHECK = 1
export CORE_AREA = 10 10 72 72
export DIE_AREA = 0 0 82 82
```
`./run.sh`:
```
#!/bin/bash
# OpenROAD 26Q1-2900-gdf79404cd8, Yosys 0.63+post, stock flow scripts
make -C /OpenROAD-flow-scripts/flow DESIGN_CONFIG=/design/flow/config.mk WORK_HOME=/design/flow/orfs finish
```
==> run summary <==
Notes on the flow outputs.

- The run finished, with violations left.
- The final reports fail on setup timing.
- The via total after detailed routing reads 341.
- The slack of the critical path is -0.771 ns.
- The Yosys chip area reads 385 sq um.
- The top-area cell type share of the netlist area is 0.325.
- The number of DRC markers in iteration 0 reads 8.
- The portion of the clock cycle consumed by the worst path in the final layout is 1.29.
- The maximum clock rate reads 0.288 GHz.
- The number of hold violations in the final report is 0.
- The number of sequential cells reported for the layout is 0.
- The most area-hungry cell type in the Yosys netlist reads sky130_fd_sc_hd__ha_1.
- The max-slew violation count reads 0.
- By count the netlist is led by 12 x sky130_fd_sc_hd__and2_1, 10 x sky130_fd_sc_hd__ha_1, 5 x sky130_fd_sc_hd__fa_1, 4 x sky130_fd_sc_hd__inv_1, 4 x sky130_fd_sc_hd__nand2_1.
- Detailed placement reports a standard cell area of 669 sq um.
- Setup repair after global routing could not meet its margin everywhere.
- The power density of the placed cells reads 188 mW/mm^2.
- The number of top-level pins is 17.
- Synthesis produced a netlist whose cell count is 42.
- The count of buffers inserted at the top-level ports is 16.
- The number of distinct library cell variants in the gate-level netlist after synthesis reads 10.
- The worst hold path was traced through 5 stages.
- The cell area after synthesis reads 385 sq um.
- Yosys attributes the largest share of cell area to sky130_fd_sc_hd__ha_1 32%, sky130_fd_sc_hd__fa_1 26%, sky130_fd_sc_hd__and2_1 19%.
- Per the hold report, the tightest min-delay path originates at b[3].
- The destination of the worst hold path is p[7].
- The number of standard cells reported by yosys is 42.
- Once detail routing completed, the nets flagged for antenna violations numbered 0.
- The all-layer global routing usage is 0.0289.
- The number of global-route vias before repair was 326.
- The routed length on met3 reads 177 microns.
- The die is 82 microns tall.
- The total area of sequential cells reads 0 sq um.
- The horizontal die size reads 82 microns.
- The largest vdd supply drop is 0.0000408 V.
- The ratio of cells with drive above 1 in the final layout reads 0.463.
- The half-perimeter wire length after detailed placement reads 843 microns.
- The Yosys warning count reads 0.
- The post-synthesis to final-layout area growth is 77.3%.
- The detailed-routing iteration count for the pre-antenna-repair pass reads 2.
- Entering global routing, the biggest net connects 5 pins.
- The initial antenna violation count reads 0.
- The number of fillers in the final layout is 428.
- Using the TritonRoute via totals, the vias-per-cell ratio works out to 2.97.
- The tool flagged a number of max-cap violations equal to 0.
- The transition at the pin with the smallest max-transition slack is 0.147 ns.
- After detailed routing, the wire length on met1 is 537 microns.
- The arrival time of the worst setup path is 2.93 ns.
- The share of the yosys chip area belonging to registers is 0.
- The number of warnings in the stage logs reads 36.
- The diode insertion count for antenna repair is 0.
- In the post-synthesis netlist, the cell with the most instances is sky130_fd_sc_hd__and2_1.
- The number of failing setup endpoints in the final timing report reads 5.
- The total overflow left after global routing is 0.
- STA classifies the critical path startpoint as an input pin.
- The placer's final routability congestion estimate reads 0.789.
- The total power is 0.128 mW.
- The relative max-transition margin is 0.902.
- The highest layer touched by signal routing is met3.
- STA classifies the critical path endpoint as an output port.
- The average size of a mapped cell is 9.18 sq um.
- The layout has 0 clock buffers.
- The type of the most critical hold path reads in2out.
- The global-route wire length before repair is 1.58 mm.
- The largest fanout on the critical path is 2.
- Counting I/O delays and the setup requirement, the final critical path takes 3.47 ns.
- The post-route DRC violation count is 0.
- In the floorplan report the effective utilization is 0.104.
- The area of the core region reads 0.00369 sq mm.
- The critical path class reads in2out.
- The chip occupies 0.00672 sq mm.
- The cell leakage power is 0.362 nW.
- The non-filler instance count after layout is 115.
- The required arrival time at the worst endpoint reads 2.16 ns.
- The final routed wire length divided by cell count is 8.34 microns.
- In the post-route report, total wirelength is listed as 959 microns.
- The row count is 22.
- The post-route standard cell area excluding fillers reads 683 sq um.
- OpenSTA, run right after detailed placement, puts the worst setup slack at -1.54 ns.
- Per the placement report, the placed cell count is 113.
- The met2 layer wire length in the routed design is 244 microns.
==> critical path, cell delays in order <==
cell,delay [ns]
sky130_fd_sc_hd__buf_8,0.10
sky130_fd_sc_hd__and2_4,0.15
sky130_fd_sc_hd__fa_1,0.52
sky130_fd_sc_hd__inv_1,0.05
sky130_fd_sc_hd__fa_1,0.48
sky130_fd_sc_hd__inv_2,0.05
sky130_fd_sc_hd__ha_4,0.16
sky130_fd_sc_hd__fa_2,0.35
sky130_fd_sc_hd__a21o_1,0.17
sky130_fd_sc_hd__a21oi_2,0.13
sky130_fd_sc_hd__xnor2_1,0.12
sky130_fd_sc_hd__buf_2,0.12
==> metal layers <==
| metal | up-vias | track usage |
|---|---|---|
| met1 | 141 | 0.0525 |
| met2 | 14 | 0.0266 |
| met5 | - | 0 |
| met3 | 0 | 0.0154 |
| met4 | 0 | 0 |
| li1 | 186 | - |
==> metrics by stage <==
stage / hold slack [ns] / setup TNS (ns) / utilization
detailed placement: 2.09 / -6.54 / 0.181
global route: 1.72 / -2.85 / 0.185
global placement: 2.10 / -6.57 / 0.181
floorplan: 1.15 / -1.15 / -
finish: 1.64 / -2.46 / 0.185
CTS: 1.65 / -2.65 / 0.184
==> cell usage in the layout (no fill, tap or decap), types with 3 or more instances in the layout <==
cell type	Yosys	layout
sky130_fd_sc_hd__buf_4	0	8
sky130_fd_sc_hd__fa_1	5	3
sky130_fd_sc_hd__and2_1	12	9
sky130_fd_sc_hd__nand2_1	4	3
sky130_fd_sc_hd__ha_1	10	8
sky130_fd_sc_hd__inv_1	4	3
sky130_fd_sc_hd__and2_4	0	3
sky130_fd_sc_hd__buf_2	0	9
==> logic make-up (layout without fill, tap and decap cells) <==
logic type / Yosys count / after routing / synth area share
AOI/OAI and AO/OA: 4 / 4 / 0.0747
xor gates and xnor gates: 3 / 3 / 0.0682
adders and majority gates: 15 / 15 / 0.584
buffers and inverters: 4 / 29 / 0.0389
and+or+nand+nor: 16 / 16 / 0.234
==> report_power, final <==
group | internal (mW) | switching [mW]
Clock | 0 | 0
Combinational | 0.0775 | 0.0507
Sequential | 0 | 0
==> worst max path at each step <==
stage                 from  endpoint  slack (ns)  cells past startpoint
final                 a[1]      p[7]       -0.77                     12
after global routing  a[1]      p[7]       -0.90                     12
after CTS             a[1]      p[7]       -0.83                     12
==> final cells by class <==
type,count,area [sq um],area share
repair buffers,25,194,0.284
well taps,48,60.1,0.0879
inverters,4,15.0,0.0220
multi-input cells,38,414,0.606
==> repair_timing <==
item                                    4_1_cts  5_1_grt
pin swaps                                    12        7
setup buffers                                 2        0
hold buffers                                  0        0
resized                                      51        3
endpoints found under the setup margin        6        6
Power and IR drop assume default switching activity.
